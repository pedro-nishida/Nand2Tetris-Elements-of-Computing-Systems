==> flow/design.v <==
module ram512(input [15:0] in, input [8:0] address, input load, input clk, output reg [15:0] out);
    reg [15:0] ram [511:0];  
    integer i;  
    initial begin
        for (i = 0; i < 512; i = i + 1) begin
            ram[i] = 16'h0000;  
        end
    end
    always @ (posedge clk) begin
        if (load) begin
            ram[address] <= in;  
        end
        out <= ram[address];  
    end
endmodule
==> flow/run.sh <==
#!/bin/bash
# OpenROAD 26Q1-2900-gdf79404cd8, Yosys 0.63+post, stock flow scripts
make -C /OpenROAD-flow-scripts/flow DESIGN_CONFIG=/design/flow/config.mk WORK_HOME=/design/flow/orfs finish
==> flow/config.mk <==
export PLATFORM = sky130hd
export DESIGN_NAME = ram512
export DESIGN_NICKNAME = ram512
export VERILOG_FILES = /design/flow/design.v
export SDC_FILE = /design/flow/constraint.sdc
export NUM_CORES = 4
export LEC_CHECK = 1
export CORE_UTILIZATION = 30
export SYNTH_MEMORY_MAX_BITS = 65536
==> flow/constraint.sdc <==
current_design ram512

set clk_period 46.0
set clk_io_pct 0.2

create_clock -name clk0 -period $clk_period [get_ports {clk}]

set non_clock_inputs [all_inputs -no_clocks]
set_input_delay [expr $clk_period * $clk_io_pct] -clock clk0 $non_clock_inputs
set_output_delay [expr $clk_period * $clk_io_pct] -clock clk0 [all_outputs]
==> README.md <==
| Group | Metric | Value |
|---|---|---|
| power | Fraction of power consumed by the clock network | 41.3% |
| floorplan | Number of rows created at floorplan | 375 |
| flow run | Number of violations of the max-capacitance limit | 1 |
| clock tree | Post-cts hold buffer count | 0 |
| clock tree | Number of buffers created by CTS | 797 |
| setup path | CP endpoint kind | register |
| drt | Final wirelength | 944 mm |
| setup path | CP Class | in -> reg |
| floorplan | Die boundary width | 1.03 mm |
| clock tree | Number of buffers on the longest clock path | 4 |
| flow run | Number of warnings in the stage logs | 39 |
| floorplan | Placeable Area | 1,040,000 um^2 |
| sta | Clock tree skew after final layout | 122 ps |
| placement | Dpl cell area | 338,000 um^2 |
| layout | Fraction of final layout cells sized beyond drive strength 1 | 23.7% |
| layout | Share of the core filled with cells | 34.8% |
| floorplan | Height of the die | 1.03 mm |
| yosys | Synthesized registers | 8,208 |
| floorplan | Floorplan utilization | 30.1% |
| sta | Hold Violations, Final | 0 |
| sta | Share of the clock period used by the worst path | 37.4% |
| status | Outcome | finished, violations left |
| power | Combinational Power Share | 4.6% |
| power | Cell Int Power | 11.9 mW |
| power | IR drop worst, VDD | 0.0486 mV |
| drt | Number of DRC markers after the initial detailed-route iteration | 11,100 |
| sta | Final number of setup-violating endpoints | 0 |
| sta | Max Clk Rate | 58.1 MHz |
| sta | Relative slew slack | -3.51% |
| global route | GRT Resource Usage Total | 19.0% |
| power | Power density relative to cell area | 42.0 nW/um^2 |
| clock tree | Post-CTS resize count | 0 |
| drt | Initial DRT Pass Iterations | 6 |
| setup path | Crit path DRT | 47,030 ps |
| yosys | Most used flip-flop cell after synthesis | sky130_fd_sc_hd__edfxtp_1 |
| yosys | Flip-flops with a built-in enable | 8,192 |
| power | Net switching power | 3.32 mW |
| yosys | Syn. warnings | 1 |
| clock tree | Clock root cell | sky130_fd_sc_hd__clkbuf_16 |
| drt | Post-route DRC | 0 |
| yosys | Syn_area_per_cell | 21.2 um^2 |
| clock tree | Clk pin slew, worst setup/hold paths | 60 ps |
| layout | Most frequently placed logic cells in the final layout | sky130_fd_sc_hd__edfxtp_1, sky130_fd_sc_hd__mux4_2, sky130_fd_sc_hd__mux2i_1 |
| power | Fraction of power spent switching nets | 21.8% |
| sta | Total negative setup slack | 0 ps |
| min path | Type of the worst min-delay path | reg -> reg |
| power | Cell leakage power | 114 nW |
| global route | Total grt overflow | 0 |
| global route | Antenna violations before repair | 80 |
| yosys | Post-synthesis async set-or-reset flop share | 0% |
| clock tree | Clk latency late pin | 1260 ps |
| floorplan | Top-level port count | 43 |
| global route | Global-route wire length before repair | 1310 mm |
| yosys | Cell area after synthesis | 314,000 um^2 |
| sta | Final min period | 17,210 ps |
| yosys | Cell count listed in synth_stat.txt | 14,800 |
| global route | Maximum number of pins on one net before global-route repair | 129 |
| floorplan | Chip footprint | 1,050,000 um^2 |
| layout | Growth of design area from synthesis to finish | 15.6% |
| setup path | Worst endpoint data arrival time | 18,230 ps |
| setup path | Startpoint types | primary input |
| clock tree | Number of buffers inserted by post-CTS setup repair | 0 |
| layout | Post-route standard cell area excluding fillers | 363,000 um^2 |
| clock tree | Total number of H-tree levels | 6 |
| clock tree | TritonCTS sink count | 8,208 |
| drt | Number of nets still failing antenna checks after routing | 0 |
| placement | PortBufs | 42 |
| sta | RSZ-0062 raised after global routing | no |
| sta | Transition at the pin with the smallest max-transition slack | 1550 ps |
| drt | Average via count per standard cell | 5.13 |
| placement | Hpwl dp | 593 mm |
| placement | Final Wtd Congestion | 0.931 |
| global route | Via count of the first global-routing pass | 169,000 |
| yosys | Distinct cells, synth | 71 |
| drt | Vias after detailed routing | 158,000 |
| sta | Final Max Tran Viols | 2 |
| yosys | Number of instances in the synthesized netlist | 14,800 |
| yosys | YS chip area | 314,000 um^2 |
| power | Relative contribution of sequential cells to total power | 54.1% |
| clock tree | CTS tree | done |
| layout | Most numerous logic cell after layout | sky130_fd_sc_hd__edfxtp_1 |
| status | Violated checks | capacitance limit, slew limit |
| setup path | Max FO, Critical Path | 74 |
| drt | Routed wire length per instance | 30.6 um |
| yosys | Sequential element share of the synthesized area | 78.4% |
-- sequential cells by signal, summed over array words and instances (netlist names) --
| signal | flops |
|---|---|
| ram | 8192 |
| out | 16 |
-- layer usage --
layer  vias up  share of wire [%]  global-route usage [%]
met5         -               0.34                    2.92
met1     79700                 29                    18.8
met3      1891                 21                    18.3
met4       112                5.2                    7.60
met2     11100                 44                    26.7
li1      65200                  -                       -
-- final cells by class --
cell class              count  area, um^2
diodes                    197         493
flip-flops and latches   8208      246000
inverters                   5        26.3
clock inverters           470        4290
repair buffers           1281       10000
multi-input cells        5740       64000
clock buffers             983       20700
fillers                 95200      680000
well taps               13900       17500
-- metrics by stage --
stage                     setup slack (ps)  hold slack (ps)  instances  total power [mW]
after floorplan                      33670              699      14800              8.74
after global placement               27560              937      29200              9.10
after detailed placement             27550              946      29200              9.11
after CTS                            28780             1010      30600              15.3
after global routing                 28290             1060      30800              15.6
final                                28790              995      30800              15.3
-- final timing paths --
| path | from | end | slack (ps) | depth (start not counted) |
|---|---|---|---|---|
| hold / removal | ram[490][4]$_DFFE_PP_ | out[4]$_DFF_P_ | 1000 | 5 |
| setup / recovery | address[1] | out[13]$_DFF_P_ | 28790 | 18 |
| setup reg to reg | ram[278][1]$_DFFE_PP_ | out[1]$_DFF_P_ | 40960 | 7 |
| hold reg to reg | ram[490][4]$_DFFE_PP_ | out[4]$_DFF_P_ | 1000 | 5 |
-- power groups by stage --
stage	Sequential (mW)	Combinational, mW	Clock [mW]
final	8.25	0.708	6.30
after global routing	8.25	0.747	6.65
after CTS	8.25	0.704	6.38
-- worst max-delay path, stage by stage --
cell	delay [ps]
sky130_fd_sc_hd__buf_16	260
sky130_fd_sc_hd__buf_4	570
sky130_fd_sc_hd__buf_12	410
sky130_fd_sc_hd__buf_4	570
sky130_fd_sc_hd__buf_4	580
sky130_fd_sc_hd__buf_4	580
sky130_fd_sc_hd__buf_4	650
sky130_fd_sc_hd__buf_4	540
sky130_fd_sc_hd__buf_4	650
sky130_fd_sc_hd__buf_4	630
sky130_fd_sc_hd__buf_4	680
sky130_fd_sc_hd__mux2i_1	260
sky130_fd_sc_hd__o22ai_1	120
sky130_fd_sc_hd__or4_1	580
sky130_fd_sc_hd__a21oi_1	140
sky130_fd_sc_hd__a31oi_1	280
sky130_fd_sc_hd__or4_1	590
sky130_fd_sc_hd__or4_1	430
-- synthesized netlist by cell type, types with 14 or more instances --
| library cell | number | area, um^2 |
|---|---|---|
| sky130_fd_sc_hd__o211ai_1 | 21 | 158 |
| sky130_fd_sc_hd__nand4_1 | 60 | 375 |
| sky130_fd_sc_hd__mux4_2 | 1404 | 31600 |
| sky130_fd_sc_hd__buf_1 | 39 | 146 |
| sky130_fd_sc_hd__a221oi_1 | 209 | 1830 |
| sky130_fd_sc_hd__edfxtp_1 | 8192 | 246000 |
| sky130_fd_sc_hd__o21ai_0 | 115 | 576 |
| sky130_fd_sc_hd__clkbuf_1 | 314 | 1180 |
| sky130_fd_sc_hd__o22ai_1 | 398 | 2490 |
| sky130_fd_sc_hd__a2111oi_0 | 18 | 158 |
| sky130_fd_sc_hd__nor2b_1 | 24 | 150 |
| sky130_fd_sc_hd__mux2i_1 | 1346 | 13500 |
| sky130_fd_sc_hd__buf_6 | 87 | 980 |
| sky130_fd_sc_hd__nor4_1 | 54 | 338 |
| sky130_fd_sc_hd__and4_1 | 36 | 315 |
| sky130_fd_sc_hd__or4_1 | 88 | 661 |
| sky130_fd_sc_hd__nor2_1 | 586 | 2200 |
| sky130_fd_sc_hd__a21oi_1 | 196 | 981 |
| sky130_fd_sc_hd__nor3_1 | 48 | 240 |
| sky130_fd_sc_hd__and3_1 | 44 | 275 |
| sky130_fd_sc_hd__buf_4 | 159 | 1190 |
| sky130_fd_sc_hd__mux2_2 | 14 | 158 |
| sky130_fd_sc_hd__nand3_1 | 109 | 546 |
| sky130_fd_sc_hd__dfxtp_1 | 16 | 320 |
| sky130_fd_sc_hd__a211oi_1 | 18 | 135 |
| sky130_fd_sc_hd__a22o_1 | 72 | 631 |
| sky130_fd_sc_hd__nand2_1 | 244 | 916 |
| sky130_fd_sc_hd__buf_2 | 284 | 1420 |
| sky130_fd_sc_hd__a22oi_1 | 358 | 2690 |
| sky130_fd_sc_hd__a32oi_1 | 26 | 228 |
| sky130_fd_sc_hd__a31oi_1 | 127 | 795 |
-- cells by family (layout without fill, tap and decap cells) --
kind of cell           after synthesis  count (layout)  synth area share (%)
DFF                               8208            8208                  78.4
muxes                             2764            2764                  14.4
AOI/OAI and AO/OA                 1614            1614                  3.55
and+or+nand+nor                   1362            1362                  2.09
buffers and inverters              889            2739                  1.58
other                                0             197                     0
Power figures rest on the tool's default switching activity, not on a simulated workload.
