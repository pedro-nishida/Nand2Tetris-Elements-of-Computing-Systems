**config.mk**
```make
export PLATFORM = sky130hd
export DESIGN_NAME = ram64
export DESIGN_NICKNAME = ram64
export VERILOG_FILES = /design/flow/design.v
export SDC_FILE = /design/flow/constraint.sdc
export NUM_CORES = 4
export LEC_CHECK = 1
export CORE_UTILIZATION = 30
```
**constraint.sdc**
```tcl
current_design ram64

set clk_period 17.9
set clk_io_pct 0.2

create_clock -name clk0 -period $clk_period [get_ports {clk}]

set non_clock_inputs [all_inputs -no_clocks]
set_input_delay [expr $clk_period * $clk_io_pct] -clock clk0 $non_clock_inputs
set_output_delay [expr $clk_period * $clk_io_pct] -clock clk0 [all_outputs]
```
**design.v**
```verilog
module ram64(input [15:0] in, input [5:0] address, input load, input clk, output reg [15:0] out);
    reg [15:0] ram [63:0];  
    integer i;  
    initial begin
        for (i = 0; i < 64; i = i + 1) begin
            ram[i] = 16'h0000;  
        end
    end
    always @ (posedge clk) begin
        if (load) begin
            ram[address] <= in;  
        end
        out <= ram[address];  
    end
endmodule
```
**run.sh**
```bash
#!/bin/bash
# OpenROAD 26Q1-2900-gdf79404cd8, Yosys 0.63+post, stock flow scripts
make -C /OpenROAD-flow-scripts/flow DESIGN_CONFIG=/design/flow/config.mk WORK_HOME=/design/flow/orfs finish
```
==> flow.log <==
[flow] collecting metrics
INFO  metric clock-root-buffer = sky130_fd_sc_hd__clkbuf_16
INFO  metric total_congestion_overflow_after_global_routing = 0
INFO  metric remaining_drc_errors = 0
INFO  metric gr-usage-all-layers = approximately 18%
INFO  metric cp.required = 18.45 ns
INFO  metric yosysCellCount = around 2300
INFO  metric power.internal = 0.00398 W
INFO  metric worst_slew_pin_slew = 1.26 ns
INFO  metric dieHeight = 365 um
INFO  metric log.warning_count = 29
INFO  metric dp.final_hpwl = ~66000 um
INFO  metric cap_viol_max_count = 0
INFO  metric worst-path-max-fanout = roughly 76
INFO  metric synth_async_sr_flop_share = 0%
INFO  metric drt-pass1-iter-count = 5
INFO  metric critical_path.startpoint_type = input port
INFO  metric buffer_ports.inserted = 39
INFO  metric yosys_area = between 30000 and 40000 um^2
INFO  metric flip_flops_with_a_built_in_enable = around 1000
INFO  metric detailroute.via_count = 21992
INFO  metric seq_power_share = ~53%
INFO  metric cts_buffers = 106
INFO  metric worst-setup-path-type = input port to register
INFO  metric final_max_slew_viol_count = 0
INFO  metric run_status = complete, no violations
INFO  metric die_area = 133000 um^2
INFO  metric postSynth.topFlopCell = sky130_fd_sc_hd__edfxtp_1
INFO  metric clock.fmax = 0.143 GHz
INFO  metric drive_gt1_share = a little over an eighth
INFO  metric final_critical_path_setup_slack = roughly 11 ns
INFO  metric ios = 40
INFO  metric flow.area_growth_from_synthesis = 15.4%
INFO  metric detail_route.iter0.violations = around 1900
INFO  metric ys_seq_elements = 1040
INFO  metric rsz0062_at_grt = no
INFO  metric avgViaCountPerCell = approximately 5.2
INFO  metric yosysUniqueCellTypes = between 50 and 60
INFO  metric grt_pass1_wl = between 150000 and 200000 um
INFO  metric cts_htree_levels = 3
INFO  metric report.final.hold_viol_count = 0
INFO  metric vdd_ir_drop_max = 0.0754 mV
INFO  metric clkLatencyLatePin = around 0.68 ns
INFO  metric fill_cells = 12063
INFO  metric cts_hold_buf = 0
INFO  metric worstHoldPathCells = 3
INFO  metric maximum_number_of_pins_on_one_net_before_global_route_repair = just over 100
INFO  metric number_of_antenna_violations_at_the_first_check_in_global_routing = 5
INFO  metric core-area = 130000 um^2
INFO  metric cts_tree = built
INFO  metric finalCriticalPeriod = around 7.0 ns
INFO  metric post_cts_buffers = 0
INFO  metric cp_data_arrival_time = about 7.6 ns
INFO  metric fin_tns_setup = 0 ns
INFO  metric worstRegToRegCells = 5
INFO  metric cp-end-kind = register
INFO  metric clock_path_buffers = 3
INFO  metric switchingPower = ~0.0011 W
INFO  metric worst_slew_margin_rel = approximately 16%
INFO  metric synth_area_per_cell = approximately 17 um^2
INFO  metric setup-violations-final = 0
INFO  metric gpl.final_weighted_congestion = about 0.93
INFO  metric ant_nets = 0
INFO  metric rows = ~130
INFO  metric number_of_global_route_vias_before_repair = 22582
INFO  metric die_w = about 360 um
INFO  metric core_util_floorplan = 30.4%
INFO  metric cts_num_sinks = around 1000
INFO  metric postCtsResizedCells = 0
INFO  metric p_sw_share = approximately 22%
INFO  metric comb_power_share = 5.4%
INFO  metric setup_ws_pre_cts = 10.23 ns
INFO  metric ys.warnings.count = 1
INFO  metric synth.yosys.seq_area_share = 78.7%
INFO  metric finalClockSkew = 0.0243 ns
INFO  metric cts.reportedPaths.clkPinSlew = roughly 0.06 ns
INFO  metric powerDensity = 112 nW/um^2
INFO  metric worstHoldPathType = register to register
INFO  metric synthesis.area = 39500 um^2
INFO  metric detail_route.wirelength = between 100000 and 150000 um
INFO  metric synthesized_netlist_cell_count = about 2300
INFO  metric clock_power_share = approximately 41%
INFO  metric leak_pwr = approximately 14 nW
INFO  metric detail_routed_net_length_per_standard_cell = between 20 and 30 um
INFO  metric period_used_share = about two fifths
logic make-up (layout without fill, tap and decap cells):
| kind of cell | after synthesis | count (layout) | synth area share, % |
|---|---|---|---|
| buffers and inverters | 164 | 368 | 2.08 |
| DFF | 1040 | 1040 | 78.7 |
| other | 0 | 1 | 0 |
| muxes | 178 | 178 | 4.76 |
| AOI/OAI and AO/OA | 617 | 617 | 11.5 |
| and+or+nand+nor | 265 | 265 | 2.93 |
metal layers:
layer  vias to the layer above  track usage (%)  part of all wire, %  wire length [um]
li1                       9591                -                    -                 -
met1                     10953             21.7                   36             39200
met2                      1244             25.0                   44             48400
met3                       190             12.7                   16             18000
met4                        14             4.69                  3.3              3560
met5                         -             1.38                 0.26               287
power by group through the flow:
| stage | combinational, W | sequential [W] | clock (W) |
|---|---|---|---|
| after CTS | 0.000276 | 0.00271 | 0.00215 |
| after global routing | 0.000296 | 0.00272 | 0.00223 |
| final | 0.000276 | 0.00271 | 0.00212 |
cell type report:
cell class              instances  area (um^2)  area share (%)
diodes                          1         2.50         0.00549
clock buffers                 124         2720            5.97
clock inverters                73          616            1.35
inverters                       2         7.51          0.0165
multi-input cells            1060         7650            16.8
flip-flops and latches       1040        31100            68.2
well taps                    1742         2180            4.78
repair buffers                169         1320            2.89
registers in the layout, summed over array words and instances (netlist names):
name and flops:
out 16, ram 1024
synth_stat cells (all sizes together), types with 2 or more instances:
cell type / number / share of area [%]
nand3: 10 / 0.13
a311oi: 6 / 0.13
clkbuf: 62 / 0.59
nor3: 10 / 0.13
o21ai: 33 / 0.42
dfxtp: 16 / 0.81
o22ai: 58 / 0.92
o211ai: 4 / 0.076
nor2b: 9 / 0.14
nand2b: 5 / 0.079
a211oi: 20 / 0.38
or4: 9 / 0.17
nor2: 160 / 1.5
a222oi: 9 / 0.23
nand4: 7 / 0.11
inv: 2 / 0.019
mux2: 18 / 0.51
nand3b: 3 / 0.057
a221oi: 107 / 2.4
a22o: 21 / 0.47
o211a: 7 / 0.18
a22oi: 196 / 3.7
a221o: 2 / 0.051
a31oi: 23 / 0.36
a32o: 2 / 0.051
buf: 100 / 1.5
and2: 4 / 0.063
edfxtp: 1024 / 78
mux4: 6 / 0.34
a2111oi: 8 / 0.18
mux2i: 154 / 3.9
nand2: 41 / 0.40
nor3b: 3 / 0.057
o221ai: 14 / 0.31
o22a: 27 / 0.60
a21oi: 74 / 0.94
layout by cell type (no fill, tap or decap), types with 9 or more instances in the layout:
cell type	netlist	routed
sky130_fd_sc_hd__nand2_1	40	40
sky130_fd_sc_hd__edfxtp_1	1024	1024
sky130_fd_sc_hd__clkbuf_16	0	106
sky130_fd_sc_hd__a221oi_1	106	106
sky130_fd_sc_hd__clkbuf_1	62	18
sky130_fd_sc_hd__clkdlybuf4s50_1	0	20
sky130_fd_sc_hd__o22ai_1	58	58
sky130_fd_sc_hd__mux2_2	17	17
sky130_fd_sc_hd__mux2i_1	154	154
sky130_fd_sc_hd__or4_1	9	9
sky130_fd_sc_hd__a22oi_1	196	196
sky130_fd_sc_hd__a31oi_1	23	23
sky130_fd_sc_hd__buf_2	62	16
sky130_fd_sc_hd__o221ai_1	14	14
sky130_fd_sc_hd__o22a_1	27	27
sky130_fd_sc_hd__a211oi_1	20	20
sky130_fd_sc_hd__buf_4	16	129
sky130_fd_sc_hd__dfxtp_1	16	16
sky130_fd_sc_hd__a222oi_1	9	9
sky130_fd_sc_hd__o21ai_0	29	29
sky130_fd_sc_hd__nand3_1	10	10
sky130_fd_sc_hd__a22o_1	21	21
sky130_fd_sc_hd__nor3_1	10	9
sky130_fd_sc_hd__clkinv_2	0	19
sky130_fd_sc_hd__a21oi_1	74	74
sky130_fd_sc_hd__nor2_1	159	156
sky130_fd_sc_hd__clkinv_1	0	30
sky130_fd_sc_hd__clkinvlp_4	0	9
metrics by stage:
step | util, % | hold WS, ns | total power [W] | instances | area, um^2
finish | 35.1 | 0.702 | 0.00511 | 4211 | 45600
global route | 35.1 | 0.725 | 0.00525 | 4210 | 45600
CTS | 35.1 | 0.697 | 0.00513 | 4210 | 45600
detailed placement | 32.5 | 0.715 | 0.00304 | 4013 | 42200
global placement | 32.5 | 0.695 | 0.00304 | 4013 | 42200
floorplan | - | 0.572 | 0.00288 | 2264 | 39500
path summary, 6_finish.rpt:
| check | slack [ns] | end | startpoint |
|---|---|---|---|
| worst min register to register | 0.70 | out[14]$_DFF_P_ | ram[16][14]$_DFFE_PP_ |
| worst max-delay path | 10.90 | out[8]$_DFF_P_ | address[2] |
| worst max register to register | 15.39 | out[8]$_DFF_P_ | ram[30][8]$_DFFE_PP_ |
| worst min-delay path | 0.70 | out[14]$_DFF_P_ | ram[16][14]$_DFFE_PP_ |
worst max-delay path, stage by stage:
cell	delay, ns
sky130_fd_sc_hd__buf_8	0.40
sky130_fd_sc_hd__buf_4	0.46
sky130_fd_sc_hd__buf_4	0.55
sky130_fd_sc_hd__nor2_4	0.25
sky130_fd_sc_hd__buf_4	0.34
sky130_fd_sc_hd__a22o_1	0.24
sky130_fd_sc_hd__a2111oi_0	0.86
sky130_fd_sc_hd__a211oi_1	0.21
sky130_fd_sc_hd__or4_1	0.53
Power is estimated from default activity; no workload was simulated.
